==> flow/design.v <==
module arbiter (
	clock      ,  
	reset      ,  
	req_0      ,  
	req_1      ,  
	gnt_0      ,  
	gnt_1
);
input   clock,reset,req_0,req_1;
output  gnt_0,gnt_1;
wire    clock,reset,req_0,req_1;
reg     gnt_0,gnt_1;
parameter SIZE = 3;
parameter IDLE  = 3'b001, GNT0 = 3'b010, GNT1 = 3'b100;
reg   [SIZE-1:0]          state        ; 
reg   [SIZE-1:0]          next_state   ; 
    integer state_debug;
    always @ (state) begin
        case(state)
        GNT0 : state_debug = "GNT0";
        GNT1 : state_debug = "GNT1";
        default : state_debug = "IDLE";
        endcase
    end
always @ (state or req_0 or req_1)
begin : FSM_COMBO
    next_state = 3'b000;
    case(state)
        IDLE : if (req_0 == 1'b1) begin
                    next_state = GNT0;
                end else if (req_1 == 1'b1) begin
                    next_state= GNT1;
                end else begin
                    next_state = IDLE;
                end
        GNT0 : if (req_0 == 1'b1) begin
                    next_state = GNT0;
                end else begin
                    next_state = IDLE;
                end
        GNT1 : if (req_1 == 1'b1) begin
                    next_state = GNT1;
                end else begin
                    next_state = IDLE;
                end
        default : next_state = IDLE;
    endcase
end
always @ (posedge clock)
begin : FSM_SEQ
    if (reset == 1'b1) begin
        state <= IDLE;
    end else begin
        state <= next_state;
    end
end
always @ (state)
begin : OUTPUT_LOGIC
    case(state)
        IDLE : begin
                gnt_0 <= 1'b0;
                gnt_1 <= 1'b0;
            end
        GNT0 : begin
                gnt_0 <= 1'b1;
                gnt_1 <= 1'b0;
            end
        GNT1 : begin
                gnt_0 <= 1'b0;
                gnt_1 <= 1'b1;
            end
        default : begin
                gnt_0 <= 1'b0;
                gnt_1 <= 1'b0;
            end
    endcase
end  
endmodule  
==> flow/run.sh <==
#!/bin/bash
# OpenROAD 26Q1-2900-gdf79404cd8, Yosys 0.63+post, stock flow scripts
make -C /OpenROAD-flow-scripts/flow DESIGN_CONFIG=/design/flow/config.mk WORK_HOME=/design/flow/orfs finish
==> flow/config.mk <==
export PLATFORM = sky130hd
export DESIGN_NAME = arbiter
export DESIGN_NICKNAME = arbiter
export VERILOG_FILES = /design/flow/design.v
export SDC_FILE = /design/flow/constraint.sdc
export NUM_CORES = 4
export LEC_CHECK = 1
export CORE_AREA = 10 10 70 70
export DIE_AREA = 0 0 80 80
==> flow/constraint.sdc <==
current_design arbiter

set clk_period 1.4
set clk_io_pct 0.2

create_clock -name clk0 -period $clk_period [get_ports {clock}]

set non_clock_inputs [all_inputs -no_clocks]
set_input_delay [expr $clk_period * $clk_io_pct] -clock clk0 $non_clock_inputs
set_output_delay [expr $clk_period * $clk_io_pct] -clock clk0 [all_outputs]
==> reports/qor.tcl <==
set qor(cp_slowest_stage_delay_ps) 480
set qor(synth-simple-area-share) 0.319
set qor(detail_route.wl_per_cell_um) 5.25
set qor(post-route-period-util) 0.954
set qor(num_ports) 6
set qor(overflow) 0
set qor(library_cell_used_as_clock_root_buffer) {sky130_fd_sc_hd__clkbuf_4}
set qor(hold_viol) 0
set qor(drt.antenna.violating_nets) 0
set qor(largest_reg_flops) 3
set qor(ys_seq_elements) 3
set qor(power_leakage_uw) 0.0000822
set qor(synthTopCellsByCount) {sky130_fd_sc_hd__dfxtp_1, sky130_fd_sc_hd__nor2_1}
set qor(logic_family) {simple AND/OR/NAND/NOR gates}
set qor(buffer_ports.inserted) 5
set qor(critical_path.slowest_cell) {sky130_fd_sc_hd__clkdlybuf4s50_1}
set qor(worstSetupEndpointType) {output pin}
set qor(postLayoutSetupSlackWorst_ps) 64.1
set qor(insertion_delay_ps) 230
set qor(hp-class) {reg2reg}
set qor(gpl.final_weighted_congestion) 0.618
set qor(ys_cells) 12
set qor(first_pass_iters) 4
set qor(pre_cts_ws_ps) 179
set qor(met2_usage_grt) 0.0120
set qor(core_area_mm2) 0.00342
set qor(critical_path_buf_inv_count) 1
set qor(worstPathRequired_ps) 1120
set qor(ys_area_um2) 114
set qor(setup_repair_after_global_routing_missed_its_margin) {no}
set qor(clock_skew_ps) 0.239
set qor(cts.path.max_buffers) 2
set qor(slew_headroom) 0.909
set qor(first_global_vias) 113
set qor(synth.mux.area_fraction) 0
set qor(grt_util_met3) 0.0227
set qor(synthAdderAreaFrac) 0
set qor(synth.cellmix.xorXnorShare) 0
set qor(final-seq-area_um2) 60.1
set qor(dr_vias) 112
set qor(initial_antenna_violation_count) 1
set qor(result_of_the_run) {completed}
set qor(floorplan.initialDensity) 0.0333
set qor(post_synth.cell_area_avg_um2) 9.49
set qor(drt_wl_total_um) 357
set qor(number_of_cts_inserted_buffers) 3
set qor(fill_cells) 409
set qor(cts_max_level) 1
set qor(layout-area-overhead-vs-synth_pct) 120
set qor(core.rowCount) 21
set qor(largestRegisters) {state (3)}
set qor(timing.critical_path.max_delay_family) {buffers and inverters}
set qor(groute.layer.met1.usage) 0.0133
set qor(fmax_ghz) 0.749
set qor(maxCapViolCount) 0
set qor(flop_cell) {sky130_fd_sc_hd__dfxtp_1}
set qor(detail_route.iter0.violations) 8
set qor(clock_sinks) 3
set qor(report.final.setup_viol) 0
set qor(yosys-top-cells-area) {sky130_fd_sc_hd__dfxtp_1, sky130_fd_sc_hd__a2bb2oi_1, sky130_fd_sc_hd__and2b_1}
set qor(peakVddDrop_mv) 0.185
set qor(die-width_um) 80
set qor(power.combinational.fraction) 0.098
set qor(detail_route.drc_violations) 0
set qor(cts_hold_buf) 0
set qor(post-synth-top-area-cell) {sky130_fd_sc_hd__dfxtp_1}
set qor(totalNegativeSetupSlack_ps) 0
set qor(post_route_cells_drive_above_1_share) 0.143
set qor(cts_post_setup_buffers_inserted) 0
set qor(power.share.sequential) 0.345
set qor(top_fanout_value_on_the_critical_path) 3
set qor(type_of_the_worst_setup_path) {reg2out}
set qor(p_clk_frac) 0.557
set qor(yosysSeqAreaShare) 0.527
set qor(globalRouteTotalUtil) 0.0130
set qor(crit_arrival_ps) 1060
set qor(min_period_ps) 1340
set qor(post_cts.resized_instances) 0
set qor(sw_frac_of_total) 0.208
set qor(maxSlewViolCount) 0
set qor(startpoint_type) {flop}
set qor(worst_path_cell_trace) {clkdlybuf4s50_1}
set qor(clock_edge_transition_at_the_registers_on_the_reported_setup_and_hold_paths_ps) 40
set qor(power_density_mw_per_mm2) 1100
set qor(via_per_inst) 1.65
set qor(synth-compound-area-share) 0.121
set qor(synth_largest_type_area_fraction) 0.527
set qor(cts_tree) {yes}
set qor(synth.most_common_cell) {sky130_fd_sc_hd__dfxtp_1}
set qor(mappedNetlistArea_um2) 114
set qor(synthArstFlopShare) 0
set qor(grt-busiest-layer) {met3}
set qor(final-comb-area_um2) 50.0
set qor(post_synth_inst_count) 12
set qor(ys_types) 9
set qor(internal-power_uw) 218
set qor(first_pass_grt_wire_length_um) 545
set qor(openroad_warning_count) 25
set qor(max_slew.worst_pin.slew_ps) 136
set qor(grt_start_max_net_pins) 5
set qor(die_height_um) 80
set qor(number_of_warnings_reported_in_the_yosys_synthesis_log) 1
set qor(die_area_mm2) 0.00640
set qor(net-switching-power_uw) 57.2
set qor(largest_register) {state}
set qor(post_synth_tally_of_flip_flops_with_integrated_enable) 0
## final timing paths
| kind | slack, ps | endpoint | cells after the start | startpoint |
|---|---|---|---|---|
| setup / recovery | 60 | gnt_0 | 1 | state[2] |
| hold / removal | 460 | state[1] | 2 | state[1] |
| setup reg to reg | 670 | state[1] | 2 | state[0] |
| hold reg to reg | 460 | state[1] | 2 | state[1] |
## layout by cell type, fill, tap and decap left out
master,count
sky130_fd_sc_hd__a21oi_1,1
sky130_fd_sc_hd__a2bb2oi_1,1
sky130_fd_sc_hd__and2b_1,1
sky130_fd_sc_hd__clkbuf_1,1
sky130_fd_sc_hd__clkbuf_4,3
sky130_fd_sc_hd__clkdlybuf4s50_1,5
sky130_fd_sc_hd__dfxtp_1,3
sky130_fd_sc_hd__diode_2,1
sky130_fd_sc_hd__inv_1,1
sky130_fd_sc_hd__nand2b_1,1
sky130_fd_sc_hd__nor2_1,2
sky130_fd_sc_hd__nor3b_1,1
sky130_fd_sc_hd__or2b_1,1
## layer usage
layer / share of wire / vias to the layer above
li1: - / 58
met1: 0.43 / 47
met2: 0.36 / 7
met3: 0.20 / 0
met4: 0 / 0
met5: 0 / -
## power groups by stage
stage         Clock, uW  Sequential (uW)  Combinational, uW
CTS                 161             94.9               27.7
global route        168             95.5               29.7
finish              153             94.9               27.0
## final cells by class
type | count | area share
sequential | 3 | 0.240
tap | 46 | 0.230
multi-input combinational | 8 | 0.200
timing repair buffer | 5 | 0.200
clock buffer | 4 | 0.105
inverter | 1 | 0.0150
antenna | 1 | 0.0100
## logic make-up (layout without fill, tap and decap cells)
logic type             count (synthesis)  count (layout)
AOI/OAI and AO/OA                      2               2
buffers and inverters                  1              10
DFF                                    3               3
other                                  0               1
and+or+nand+nor                        6               6
## metrics by stage
stage / hold WS [ps] / area [um^2] / cells / util / power (uW)
6_report: 459 / 250 / 68 / 0.0733 / 275
5_1_grt: 488 / 250 / 68 / 0.0733 / 293
4_1_cts: 459 / 248 / 67 / 0.0725 / 283
3_5_place_dp: 452 / 221 / 63 / 0.0648 / 124
3_3_place_gp: 457 / 221 / 63 / 0.0648 / 123
2_1_floorplan: 356 / 114 / 12 / - / 105
## worst reg2reg max path, cell delays in order (launching register included)
cell and delay, ps:
sky130_fd_sc_hd__dfxtp_1 310, sky130_fd_sc_hd__or2b_1 220, sky130_fd_sc_hd__a21oi_1 130
Power and IR drop assume default switching activity.
